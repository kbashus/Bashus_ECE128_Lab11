[flow/design.v]
`timescale 1ns / 1ps
module Decoder1to2(m, S, en);
    input S;  
    input en;  
    output [1:0]m;  
    assign m[0] = ~S&en;
    assign m[1] = S&en;
endmodule
`timescale 1ns / 1ps
module Multiplier_top(clk,rst,adr1_r,adr2_r,adr_ram,result,st_out);
    input clk, rst;
    input [2:0] adr1_r,adr2_r, adr_ram;
    output  [7:0] result;
    wire [2:0] adr_ram;
    wire rw = 1'b1;
    wire [2:0] ROM_addr;
    output [2:0] st_out;
    wire w_rf;
    wire w_ram;
    wire DA,SA,SB;
    wire [7:0] product;
    wire[3:0] a,b;
    wire[3:0] ROM_data;
    ROM uut1 (ROM_data, ROM_addr);
    cu uut4(clk, rst,adr1_r,adr2_r, w_rf,ROM_addr,DA,SA,SB,st_out,w_ram);
    RF uut5(a,b, SA,SB, ROM_data, DA, w_rf, rst, clk);  
    multiplier uut2(a,b,product);
    RAM uut3(clk,rst, adr_ram, product, w_ram, result);
endmodule
`timescale 1ns / 1ps
module Mux2to1Nbit(o, i1,i2, s);
    input [3:0] i1,i2;
    input  s;
    output reg  [3:0] o;
    always @(s or i1 or i2)
    begin
    case (s)
      1'b0 : o = i1;
      1'b1 : o = i2;
      default : o = 4'b0;
   endcase
end
endmodule
`timescale 1ns / 1ps
module RAM(i_clk, i_rst,  i_addr, i_write_data,i_write_en, o_read_data);
    parameter DATA_W = 8;
    parameter SIZE = 8;
    parameter ADDR_W = 3;
    input i_clk, i_rst, i_write_en;
    input [ADDR_W-1:0] i_addr;
    input [DATA_W-1:0] i_write_data;
    output reg [DATA_W-1:0] o_read_data;
    reg [DATA_W-1:0] mem[0:SIZE-1]; 
    integer i;
    always @(posedge i_clk) begin
    if(i_rst) begin
        for (i=0; i<SIZE;i=i+1) begin
            mem[i] <= 0;
        end
    end
    else begin
    if(i_write_en)
        mem[i_addr] <= i_write_data;
    else
        o_read_data<=mem[i_addr];
    end
    end
endmodule       
`timescale 1ns / 1ps
module RF(A, B, SA, SB, D, DA, W, rst, clk);
    output [3:0]A;  
    output [3:0]B;  
    input SA;  
    input SB;  
    input [3:0]D;  
    input DA;  
    input W;  
    input rst;  
    input clk;
    wire [1:0]load_enable;
    wire [3:0]R00, R01;
    Decoder1to2 decoder (load_enable, DA, W);
    RegisterNbit reg00 (D,R00,load_enable[0], rst, clk);  
    RegisterNbit reg01 (D,R01,load_enable[1], rst, clk);
    Mux2to1Nbit muxA (A,R00, R01, SA);
    Mux2to1Nbit muxB (B,R00, R01,SB);
endmodule
`timescale 1ns / 1ps
module ROM (ROM_data, ROM_addr);
    output reg [3:0] ROM_data;
    input [2:0] ROM_addr;
    always @(ROM_addr) begin
    case (ROM_addr)
    3'd0: ROM_data = 4'b0010;
    3'd1: ROM_data = 4'b1100;
    3'd2: ROM_data = 4'b0110;
    3'd3: ROM_data = 4'b0111;
    3'd4: ROM_data = 4'b1000;
    3'd5: ROM_data = 4'b0001;
    3'd6: ROM_data = 4'b1101;
    3'd7: ROM_data = 4'b1110;
    endcase
end
endmodule
`timescale 1ns / 1ps
module RegisterNbit(D, Q,  L, R, clock);
    parameter N = 4;  
    output reg [N-1:0]Q;  
    input [N-1:0]D;  
    input L;  
    input R;  
    input clock;  
    always @(posedge clock or posedge R) begin
    if(R)
        Q <= 0;
    else if(L)
        Q <= D;
    else
        Q <= Q;
end
endmodule
`timescale 1ns / 1ps
module cu(
  input clk, reset,
  input [2:0] adr1,
  input [2:0] adr2,
  output reg w_rf,
  output reg [2:0] adr,
  output reg DA,SA,SB,
  output reg [2:0] st_out,
  output reg [2:0] w_ram
);
    parameter S0_idle = 0 , S1_send_adr1 = 1 , S2_send_adr2 = 2 ,S3_multiply = 3 ,S4_write_ram = 4,S5_read_ram=5 ;
    reg [2:0] PS,NS ;
    always@(posedge clk or posedge reset)
        begin
            if(reset)
                PS <= S0_idle;  
            else   
                PS <= NS ;
        end 
    always@(*)
        begin
            case(PS)
            S0_idle:begin
            NS = S1_send_adr1;
            w_rf <=1'b1;
            w_ram <=1'b1;
            st_out <= 3'b000;
        end
    S1_send_adr1:begin     
    w_rf <=1'b1;
    adr<=adr1;
    DA <=1'b0;
    SA <=1'b0;
    SB <=1'b1;
    st_out <= 3'b001;
    NS = S2_send_adr2;
   end
    S2_send_adr2:begin
    w_rf <=1'b1;
    adr<=adr2;
    NS = S3_multiply;
    DA <=1'b1;
    SA <=1'b0;
    SB <=1'b1;
    st_out <= 3'b010;
    end
    S3_multiply: begin
    NS = S4_write_ram;
    st_out <= 3'b011;
    w_ram<=1;
    end
    S4_write_ram: begin
    st_out <= 3'b100;
    NS = S5_read_ram;
    end
    S5_read_ram: begin
    w_ram<=0;
    st_out <= 3'b101;
    if(!reset) begin
    NS = S5_read_ram;
    end
    else begin
    NS = S0_idle;
    end
    end
    endcase
    end
endmodule
`timescale 1ns / 1ps
module multiplier(a,b,p);
    input [3:0] a,b;
    wire [3:0]m0;
    wire [4:0]m1;
    wire [5:0]m2;
    wire [6:0]m3;
    wire [7:0] s1,s2,s3;
    output [7:0] p;
    assign m0 = {4{a[0]}} & b[3:0];
    assign m1 = {4{a[1]}} & b[3:0];
    assign m2 = {4{a[2]}} & b[3:0];
    assign m3 = {4{a[3]}} & b[3:0];
    assign s1 = m0+ (m1<<1);
    assign s2 = s1+ (m2<<2);
    assign s3 = s2+ (m3<<3);
    assign p = s3;
endmodule
[flow/run.sh]
#!/bin/bash
# OpenROAD 26Q1-2900-gdf79404cd8, Yosys 0.63+post, stock flow scripts
make -C /OpenROAD-flow-scripts/flow DESIGN_CONFIG=/design/flow/config.mk WORK_HOME=/design/flow/orfs finish
[flow/config.mk]
export PLATFORM = sky130hd
export DESIGN_NAME = Multiplier_top
export DESIGN_NICKNAME = Multiplier_top
export VERILOG_FILES = /design/flow/design.v
export SDC_FILE = /design/flow/constraint.sdc
export NUM_CORES = 4
export LEC_CHECK = 1
export CORE_UTILIZATION = 50
[flow/constraint.sdc]
current_design Multiplier_top

set clk_period 6.6
set clk_io_pct 0.2

create_clock -name clk0 -period $clk_period [get_ports {clk}]

set non_clock_inputs [all_inputs -no_clocks]
set_input_delay [expr $clk_period * $clk_io_pct] -clock clk0 $non_clock_inputs
set_output_delay [expr $clk_period * $clk_io_pct] -clock clk0 [all_outputs]
==> flow_summary.rst <==
Flow metrics
------------

.. list-table::
   :header-rows: 1

   * - Metric
     - Value
   * - Total die area
     - 9275 sq um
   * - Layout area overhead
     - 11.56%
   * - Avg Cell Area, Syn
     - 12.96 sq um
   * - Summed instance area of the synthesized netlist
     - 4447 sq um
   * - Crit end category
     - flip-flop
   * - Setup Crit Path Kind
     - flip-flop to flip-flop
   * - Number of cells in Yosys stat
     - 343
   * - Routability cong.
     - 0.8151
   * - Worst path required time
     - 6.67 ns
   * - Flip-flop and latch count after synthesis
     - 94
   * - Total count of hold-check failures in the final report
     - 0
   * - Most frequently placed logic cells in the final layout
     - sky130_fd_sc_hd__edfxtp_1, sky130_fd_sc_hd__nand2_1, sky130_fd_sc_hd__and3_1
   * - Biggest area contributors in the synthesized netlist
     - sky130_fd_sc_hd__edfxtp_1, sky130_fd_sc_hd__mux4_2, sky130_fd_sc_hd__dfrtp_1
   * - Upper clock frequency limit
     - 257.6 MHz
   * - H-tree levels
     - 3
   * - Root Buffer
     - sky130_fd_sc_hd__clkbuf_8
   * - Total number of vias
     - 2611
   * - Endpoints left unconstrained
     - 17
   * - Setup-violating endpoint count in the final report
     - 0
   * - Number of antenna diodes
     - 0
   * - Number of buffers inserted for hold repair after clock tree synthesis
     - 0
   * - Die Ht
     - 96.31 um
   * - Antenna violations before repair
     - 0
   * - Count of tool warnings
     - 28
   * - Area leader share
     - 0.4862
   * - Launching element type of the critical path
     - flip-flop
   * - Pins Over Slew Limit
     - 0
   * - Total chip power
     - 1126 uW
   * - Tightest slew margin relative to the limit
     - 0.3991
   * - Unique cell types
     - 38
   * - Library cell occupying the most area in the post-synthesis netlist
     - sky130_fd_sc_hd__edfxtp_1
   * - Hold Crit Class
     - flip-flop to flip-flop
   * - Number of register pins that no clock reaches
     - 11
   * - Number of buffers inserted by port buffering
     - 21
   * - Power per cell area
     - 226.9 nW/um^2
   * - Via count of the first global-routing pass
     - 2573
   * - # placed instances
     - 460
   * - Pin count of the biggest net entering global routing
     - 21
   * - Largest driver fanout on the critical path
     - 8
   * - Clock Latency Late Sink
     - 0.35 ns
   * - Dominant Register Cell
     - sky130_fd_sc_hd__edfxtp_1
   * - Hold Worst Slack
     - 0.5512 ns
   * - CTS tree
     - done
   * - CTS clock-pin slew for the worst setup and hold paths
     - 0.08 ns
   * - Vias per inst
     - 5.485
   * - Wire length of the first global-routing pass
     - 13.40 mm
   * - Average wire per standard cell
     - 17.98 um
   * - Yosys warning total
     - 6
   * - Number of ports placed on the die boundary
     - 22
   * - Result of the run
     - finished, final reports clean
   * - Remaining design rule violation count
     - 0
   * - Total overflow reported by the global router
     - 0
   * - Total leakage power
     - 0.002105 uW
   * - Async S/R FF share, synth
     - 0.1170
   * - Proportion of layout cells with a drive suffix above 1
     - 0.1386
   * - Setup repair after global routing missed its margin
     - false
   * - Period minus WS final
     - 3.883 ns
   * - Most frequent logic cell in the layout
     - sky130_fd_sc_hd__edfxtp_1
   * - Worst voltage drop across the vdd grid
     - 0.1293 mV
   * - Least-Margin Pin Slew
     - 0.9014 ns
   * - Total track usage
     - 0.2178
   * - Die span in x
     - 96.31 um
   * - Worst setup slack after placement
     - 2.636 ns
   * - Post-detailed-route count of antenna-violating nets
     - 0
   * - Cell count after synthesis
     - 343
   * - Cell Rows
     - 34
   * - Total CTS buffers
     - 9
   * - Worst-case clock skew
     - 0.006212 ns
   * - Total wire length
     - 8.560 mm
   * - Core outline area
     - 8678 sq um
   * - Iteration-0 DRC count of the detailed router
     - 78
   * - Setup tns final
     - 0 ns
   * - Max cap viols
     - 0
   * - Initial cell density of the core
     - 0.5124
   * - CTS-repair resized insts
     - 0
   * - Period utilization
     - 0.5883
   * - Number of synthesized flops with an enable pin
     - 72
   * - Total cell area reported by yosys after synthesis
     - 4447 sq um
   * - First-pass DRT Iterations
     - 4
   * - Clock Tree Buf Depth
     - 2
   * - Post-CTS Setup Bufs
     - 0
   * - Final HPWL DP
     - 5.928 mm
   * - Slack of the critical path
     - 2.717 ns
   * - Worst endpoint data arrival time
     - 3.95 ns
   * - Filler-free cell count of the finished design
     - 476
[where the power goes]
group          internal [uW]  total, uW  switching [uW]  leakage [uW]
Combinational           51.6        128            76.2       0.00104
Clock                    212        393             181      0.000103
Sequential               595        605            9.58      0.000958
[logic make-up (layout without fill, tap and decap cells)]
| group | after synthesis | after routing | share of synthesized area |
|---|---|---|---|
| mux | 40 | 40 | 0.1328 |
| flops | 83 | 83 | 0.5481 |
| xor+xnor | 4 | 4 | 0.007880 |
| buf+inv | 33 | 58 | 0.03348 |
| simple gates | 138 | 138 | 0.1598 |
| latches | 11 | 11 | 0.03714 |
| fa+ha+maj | 17 | 17 | 0.05627 |
| compound gates | 17 | 17 | 0.02448 |
[layer usage]
metal  global-route usage  part of all wire  vias to the layer above
li1                     -                 -                     1270
met1               0.3223              0.43                     1234
met2               0.3404              0.47                       90
met3              0.07470             0.072                       17
met4              0.04902             0.029                        0
met5                    0                 0                        -
[cell usage after synthesis (2+ instances only)]
master / count
sky130_fd_sc_hd__nand3b_1: 9
sky130_fd_sc_hd__buf_2: 11
sky130_fd_sc_hd__edfxtp_1: 72
sky130_fd_sc_hd__dfrtp_1: 11
sky130_fd_sc_hd__and2_1: 9
sky130_fd_sc_hd__mux4_2: 14
sky130_fd_sc_hd__and3_1: 33
sky130_fd_sc_hd__o21ai_0: 5
sky130_fd_sc_hd__and3b_1: 2
sky130_fd_sc_hd__nand2_1: 41
sky130_fd_sc_hd__fa_1: 5
sky130_fd_sc_hd__ha_1: 12
sky130_fd_sc_hd__a21o_1: 3
sky130_fd_sc_hd__mux2i_1: 14
sky130_fd_sc_hd__clkbuf_1: 5
sky130_fd_sc_hd__mux2_2: 12
sky130_fd_sc_hd__inv_1: 14
sky130_fd_sc_hd__nand3_1: 8
sky130_fd_sc_hd__nor2b_1: 4
sky130_fd_sc_hd__nand2b_1: 2
sky130_fd_sc_hd__xnor2_1: 3
sky130_fd_sc_hd__nor2_1: 25
sky130_fd_sc_hd__a21oi_1: 4
sky130_fd_sc_hd__dlxtn_1: 11
[critical path, cell delays in order, from the launching register on]
cell and delay [ns]:
sky130_fd_sc_hd__dfrtp_1 0.43, sky130_fd_sc_hd__and2_1 0.18, sky130_fd_sc_hd__ha_1 0.22, sky130_fd_sc_hd__fa_1 0.41, sky130_fd_sc_hd__xnor2_1 0.17, sky130_fd_sc_hd__fa_1 0.53, sky130_fd_sc_hd__inv_1 0.04, sky130_fd_sc_hd__ha_1 0.21
sky130_fd_sc_hd__fa_1 0.40, sky130_fd_sc_hd__a21o_1 0.19, sky130_fd_sc_hd__a21oi_1 0.71, sky130_fd_sc_hd__nor2_1 0.11
[sequential cells by signal, summed over array words and instances (netlist names)]
signal            count
uut3.mem             64
uut3.o_read_data      8
uut5.reg00.Q          4
uut5.reg01.Q          4
uut4.NS               3
uut4.PS               3
uut4.adr              3
uut4.st_out           3
uut4.DA               1
uut4.w_ram            1
[stage by stage]
| step | utilization | area [sq um] |
|---|---|---|
| floorplan | - | 4447 |
| global placement | 0.5467 | 4745 |
| detailed placement | 0.5467 | 4745 |
| CTS | 0.5717 | 4961 |
| global route | 0.5717 | 4961 |
| finish | 0.5717 | 4961 |
[final cells by class]
| class | instances | area (sq um) |
|---|---|---|
| multi-input cells | 216 | 1695 |
| well taps | 108 | 135.1 |
| inverters | 15 | 56.30 |
| clock buffers | 9 | 123.9 |
| flip-flops and latches | 94 | 2603 |
| repair buffers | 27 | 255.2 |
| clock inverters | 7 | 92.59 |
| fillers | 697 | 3717 |
[final timing paths]
path / to / cells after the start / start / slack [ns]
max: uut3.mem[4][7] / 11 / uut5.reg01.Q[1] / 2.72
min: uut5.reg00.Q[1] / 2 / uut5.reg00.Q[1] / 0.55
max reg2reg: uut3.mem[4][7] / 11 / uut5.reg01.Q[1] / 2.72
min reg2reg: uut5.reg00.Q[1] / 2 / uut5.reg00.Q[1] / 0.55
max in group asynchronous: uut5.reg01.Q[0] / 2 / rst / 4.74
min in group asynchronous: uut4.PS[2] / 2 / rst / 1.52
Power is estimated from default activity; no workload was simulated.
